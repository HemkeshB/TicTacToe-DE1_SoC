<file path="flow/design.v">
module victory (
  input logic clk, reset,
  input logic [1:0] out0, out1, out2, 
				  out3, out4, out5,  
				  out6, out7, out8,
  output logic [6:0] HEX0,
  output logic [1:0] win
  );
  enum logic [1:0] {S_playing = 2'b00, S_2 = 2'b10, S_1 = 2'b01, S_d = 2'b11} ps, ns;
  always @(*) begin
	 ns = ps;   
    case (ps)
      S_playing:  begin
							if ((out0 == 1 && out1 == 1 && out2 == 1) ||  
								(out3 == 1 && out4 == 1 && out5 == 1) ||  
								(out6 == 1 && out7 == 1 && out8 == 1) ||  
								(out0 == 1 && out3 == 1 && out6 == 1) ||  
								(out1 == 1 && out4 == 1 && out7 == 1) ||  
								(out2 == 1 && out5 == 1 && out8 == 1) ||  
								(out0 == 1 && out4 == 1 && out8 == 1) ||  
								(out2 == 1 && out4 == 1 && out6 == 1))    
							begin
							 ns = S_1;
							end
							else if ((out0 == 2 && out1 == 2 && out2 == 2) || 
									  (out3 == 2 && out4 == 2 && out5 == 2) || 
									  (out6 == 2 && out7 == 2 && out8 == 2) || 
									  (out0 == 2 && out3 == 2 && out6 == 2) || 
									  (out1 == 2 && out4 == 2 && out7 == 2) || 
									  (out2 == 2 && out5 == 2 && out8 == 2) || 
									  (out0 == 2 && out4 == 2 && out8 == 2) || 
									  (out2 == 2 && out4 == 2 && out6 == 2)) 
							begin 
							 ns = S_2;
							end
							else if (out0 != 0 && out1 !=0 && out2 != 0 &&
										out3 != 0 && out4 !=0 && out5 != 0 &&
										out6 != 0 && out7 !=0 && out8 != 0) 
								begin
									ns = S_d;
								end
							else 
								begin
								 ns = ps;
								 HEX0 = 7'b1111111;
								 win = 2'b00;
								end
						end
      S_1:  begin
						HEX0 = 7'b1111001;
						win = 2'b01;
						end
		S_2: begin
						HEX0 = 7'b0100100;
						win = 2'b10;
			  end
		S_d: begin
						HEX0 = 7'b0111111;
						win = 2'b11;
				end
		default: begin
						ns = ps;
						HEX0 = 7'b1111111;
					end
	 endcase
	end
	always @(posedge clk)
		if (reset)
			ps <= S_playing;
		else
			ps <= ns;
endmodule   
</file>
<file path="flow/run.sh">
#!/bin/bash
# OpenROAD 26Q1-2900-gdf79404cd8, Yosys 0.63+post, stock flow scripts
make -C /OpenROAD-flow-scripts/flow DESIGN_CONFIG=/design/flow/config.mk WORK_HOME=/design/flow/orfs finish
</file>
<file path="flow/config.mk">
export PLATFORM = sky130hd
export DESIGN_NAME = victory
export DESIGN_NICKNAME = victory
export VERILOG_FILES = /design/flow/design.v
export SDC_FILE = /design/flow/constraint.sdc
export NUM_CORES = 4
export LEC_CHECK = 1
export CORE_AREA = 10 10 70 70
export DIE_AREA = 0 0 80 80
</file>
<file path="flow/constraint.sdc">
current_design victory

set clk_period 2.2
set clk_io_pct 0.2

create_clock -name clk0 -period $clk_period [get_ports {clk}]

set non_clock_inputs [all_inputs -no_clocks]
set_input_delay [expr $clk_period * $clk_io_pct] -clock clk0 $non_clock_inputs
set_output_delay [expr $clk_period * $clk_io_pct] -clock clk0 [all_outputs]
</file>
==> flow_summary.json <==
{
  "area_growth_syn_to_layout_pct": 53.7,
  "setup_repair_after_global_routing_missed_its_margin": "false",
  "vias_per_cell": 4.53,
  "pin_count_of_the_biggest_net_entering_global_routing": 8,
  "worst_path_dominant_cell_family": "simple AND/OR/NAND/NOR gates",
  "status": "finished clean",
  "route.detailed.drc": 0,
  "yosysUniqueCellTypes": 33,
  "post_cts_buffers": 0,
  "power.total_uw": 320,
  "slowest_delay_ns": 0.51,
  "finalSetupViolations": 0,
  "postRouteWirelength_mm": 1.82,
  "via_count": 666,
  "clk-insertion-delay-late_ns": 0.23,
  "postCtsHoldBufs": 0,
  "finalHoldViolCount": 0,
  "grt_antenna_before_repair": 0,
  "yosys_register_bits": 10,
  "antenna_cells": 0,
  "ys_chip_area_um2": 638,
  "die_width_um": 80,
  "cts.htree.levels": 1,
  "worst_path_max_delay_cell": "clkdlybuf4s50_1",
  "layoutNonFillerInstCount": 147,
  "synthesis.area_um2": 638,
  "global_route_wire_length_before_repair_mm": 2.82,
  "worstPathArrival_ns": 2.00,
  "syn-mean-instance-area_um2": 8.86,
  "synth-edff-count": 0,
  "cp.buffers_inverters": 1,
  "tool_warnings": 25,
  "ir_drop_uv": 99.4,
  "cellPowerDensity_mw_per_mm2": 326,
  "layout_cells_sized_above_1_pct": 9.90,
  "library_cell_used_as_clock_root_buffer": "clkbuf_4",
  "drt_pre_antenna_iters": 4,
  "cts.repair.resized": 0,
  "global_route.overflow_total": 0,
  "detailedRoute.firstIterationViolations": 33,
  "required_ns": 2.32,
  "timing.setup.critical_path_class": "input pin to flip-flop",
  "clock_tree_from_tritoncts": "done",
  "num-fill-cells": 365,
  "setup_tns_ns": 0,
  "power.leakage_nw": 0.376,
  "route.detailed.wl_per_inst_um": 12.4,
  "dieArea_mm2": 0.00640,
  "achievable-frequency_ghz": 0.531,
  "ctsLongestPathBuffers": 2,
  "top_level_ports": 29,
  "cp-start-kind": "input pin",
  "overall_fraction_of_global_route_tracks_in_use_pct": 5.25,
  "std_cell_rows": 21,
  "fp_util_pct": 18.7,
  "timing.clock.skew_ns": 0.00240,
  "yosysWarningCount": 1,
  "fin_crit_ns": 1.88,
  "finalClockPeriodUsage_pct": 85.6,
  "core_area_mm2": 0.00342,
  "synthCells": 72,
  "critPathCaptureType": "flip-flop",
  "critical_path.cell_chain": "clkdlybuf4s50_1 -> nor4bb_1 -> o311a_1 -> nor4_2 -> nand2b_1 -> a21oi_1",
  "clk_transition_reported_paths_ns": 0.04,
  "cap_violations": 0,
  "cts_buffers": 3,
  "synth.yosys.num_cells": 72,
  "drv_slew": 0,
  "synth_flop_type": "dlxtn_1",
  "crit_fanout": 7,
  "register_pins_left_without_a_clock": 6,
  "gp_routability_congestion": 0.849,
  "die_h_um": 80,
  "count_of_endpoints_without_a_timing_constraint": 14,
  "portBuffers": 27,
  "dp.final_hpwl_mm": 1.54,
  "first_global_vias": 631,
  "dpl.cell_count": 144,
  "async_flop_share_pct": 0,
  "final_antenna_net_count": 0,
  "worst_hold_path_type": "flip-flop to flip-flop"
}
==> worst min-delay path, stage by stage, from the launching register on <==
cell,delay (ns)
dfxtp_1,0.33
nand2_1,0.07
o21bai_1,0.06
==> routing by layer <==
metal  vias up  wire length, um  track usage, %  part of all wire (%)
li1        339                -               -                     -
met4         0                0           0.704                     0
met2        30              718            7.06                    39
met5         -                0               0                     0
met3         0              241            2.61                    13
met1       297              862            7.43                    47
==> where the power goes <==
group	internal [mW]	total [mW]	leakage (nW)	switching (mW)
clock network	0.0611	0.0917	0.0138	0.0307
registers	0.0962	0.102	0.0820	0.00618
logic	0.0766	0.126	0.281	0.0489
==> kinds of logic after synthesis <==
group | after synthesis | share of synthesized area [%]
compound gates | 17 | 17.8
flops | 4 | 12.5
buf+inv | 8 | 6.47
latches | 6 | 14.1
other cells | 1 | 0.588
simple gates | 36 | 48.4
==> layout make-up <==
class / instances / area [um^2] / area share [%]
Multi-Input combinational cell: 54 / 427 / 43.5
Clock buffer: 3 / 22.5 / 2.30
Inverter: 5 / 18.8 / 1.91
Timing Repair Buffer: 29 / 285 / 29.1
Sequential cell: 10 / 170 / 17.3
Tap cell: 46 / 57.6 / 5.87
==> sequential cells by signal, summed over array words and instances, names as in the netlist <==
signal  cells
HEX0        4
win         2
ps          4
==> layout by cell type (no fill, tap or decap), drive strengths merged <==
cell / netlist / final
nor2b: 2 / 2
conb: 1 / 1
buf: 3 / 2
or2: 2 / 2
nand2: 3 / 3
nand2b: 4 / 4
nand3: 1 / 1
o22a: 1 / 1
o311ai: 1 / 1
o211ai: 1 / 1
o21ai: 3 / 3
nor4: 1 / 1
a31oi: 1 / 1
a21oi: 3 / 3
clkdlybuf4s50: 0 / 27
nor3: 2 / 2
dlxtn: 6 / 6
and4bb: 4 / 4
nand4: 1 / 1
nor3b: 1 / 1
nor2: 1 / 1
nor4bb: 7 / 7
o22ai: 3 / 3
o21bai: 1 / 1
inv: 5 / 5
o21a: 1 / 1
o311a: 1 / 1
clkbuf: 0 / 3
nand4bb: 6 / 6
nand3b: 1 / 1
dfxtp: 4 / 4
o32ai: 1 / 1
==> worst paths after layout <==
path              cells past startpoint    start  slack (ns)  endpoint
setup / recovery                      6  out0[0]        0.32     ps[2]
hold / removal                        2    ps[0]        0.52     ps[0]
setup reg to reg                      2    ps[0]        1.41     ps[3]
hold reg to reg                       2    ps[0]        0.52     ps[0]
==> cells in the mapped netlist, types with 2 or more instances <==
cell	n	area, um^2
or2_1	2	12.5
and4bb_2	3	37.5
nor4bb_1	7	70.1
o21ai_0	2	10.0
nand4bb_1	6	67.6
dfxtp_1	4	80.1
nor3_1	2	10.0
nor2b_1	2	12.5
buf_4	3	22.5
nand2_1	3	11.3
o22ai_1	3	18.8
nand2b_1	3	18.8
dlxtn_1	6	90.1
inv_1	5	18.8
a21oi_1	3	15.0
==> stage by stage <==
| step | instance area [um^2] | setup WS [ns] | utilization [%] | hold slack [ns] |
|---|---|---|---|---|
| floorplan | 638 | 0.740 | - | 0.468 |
| global placement | 958 | 0.107 | 28.1 | 0.505 |
| detailed placement | 958 | 0.0760 | 28.1 | 0.505 |
| CTS | 981 | 0.326 | 28.7 | 0.518 |
| global route | 981 | 0.203 | 28.7 | 0.557 |
| finish | 981 | 0.317 | 28.7 | 0.517 |
Power is estimated from default activity; no workload was simulated.
