===== flow/config.mk =====
export PLATFORM = sky130hd
export DESIGN_NAME = gamePieces
export DESIGN_NICKNAME = gamePieces
export VERILOG_FILES = /design/flow/design.v
export SDC_FILE = /design/flow/constraint.sdc
export NUM_CORES = 4
export LEC_CHECK = 1
export CORE_AREA = 10 10 114 114
export DIE_AREA = 0 0 124 124

===== flow/constraint.sdc =====
current_design gamePieces

set clk_period 1.0
set clk_io_pct 0.2

create_clock -name clk0 -period $clk_period

set non_clock_inputs [all_inputs -no_clocks]
set_input_delay [expr $clk_period * $clk_io_pct] -clock clk0 $non_clock_inputs
set_output_delay [expr $clk_period * $clk_io_pct] -clock clk0 [all_outputs]

===== flow/design.v =====
module gamePieces (
  input logic clk, reset,
  input logic [1:0] out0, out1, out2, 
                  out3, out4, out5,  
                  out6, out7, out8,
  output logic [15:0][15:0] RedPixels
);
  always_comb begin
    RedPixels = '0;
	 if (reset) begin
			RedPixels = '0;
	 end
	 else begin
		 if (out0 == 1) begin
			  RedPixels[1] |= 16'b0100100000000000;
			  RedPixels[2] |= 16'b0011000000000000;
			  RedPixels[3] |= 16'b0011000000000000;
			  RedPixels[4] |= 16'b0100100000000000;
		 end else if (out0 == 2) begin
			  RedPixels[1] |= 16'b0011000000000000;
			  RedPixels[2] |= 16'b0100100000000000;
			  RedPixels[3] |= 16'b0100100000000000;
			  RedPixels[4] |= 16'b0011000000000000;
		 end
		 if (out1 == 1) begin
			  RedPixels[1] |= 16'b0000001001000000;
			  RedPixels[2] |= 16'b0000000110000000;
			  RedPixels[3] |= 16'b0000000110000000;
			  RedPixels[4] |= 16'b0000001001000000;
		 end else if (out1 == 2) begin
			  RedPixels[1] |= 16'b0000000110000000;
			  RedPixels[2] |= 16'b0000001001000000;
			  RedPixels[3] |= 16'b0000001001000000;
			  RedPixels[4] |= 16'b0000000110000000;
		 end
		 if (out2 == 1) begin
			  RedPixels[1] |= 16'b0000000000010010;
			  RedPixels[2] |= 16'b0000000000001100;
			  RedPixels[3] |= 16'b0000000000001100;
			  RedPixels[4] |= 16'b0000000000010010;
		 end else if (out2 == 2) begin
			  RedPixels[1] |= 16'b0000000000001100;
			  RedPixels[2] |= 16'b0000000000010010;
			  RedPixels[3] |= 16'b0000000000010010;
			  RedPixels[4] |= 16'b0000000000001100;
		 end
		 if (out3 == 1) begin
			  RedPixels[6] |= 16'b0100100000000000;
			  RedPixels[7] |= 16'b0011000000000000;
			  RedPixels[8] |= 16'b0011000000000000;
			  RedPixels[9] |= 16'b0100100000000000;
		 end else if (out3 == 2) begin
			  RedPixels[6] |= 16'b0011000000000000;
			  RedPixels[7] |= 16'b0100100000000000;
			  RedPixels[8] |= 16'b0100100000000000;
			  RedPixels[9] |= 16'b0011000000000000;
		 end
		 if (out4 == 1) begin
			  RedPixels[6] |= 16'b0000001001000000;
			  RedPixels[7] |= 16'b0000000110000000;
			  RedPixels[8] |= 16'b0000000110000000;
			  RedPixels[9] |= 16'b0000001001000000;
		 end else if (out4 == 2) begin
			  RedPixels[6] |= 16'b0000000110000000;
			  RedPixels[7] |= 16'b0000001001000000;
			  RedPixels[8] |= 16'b0000001001000000;
			  RedPixels[9] |= 16'b0000000110000000;
		 end
		 if (out5 == 1) begin
			  RedPixels[6] |= 16'b0000000000010010;
			  RedPixels[7] |= 16'b0000000000001100;
			  RedPixels[8] |= 16'b0000000000001100;
			  RedPixels[9] |= 16'b0000000000010010;
		 end else if (out5 == 2) begin
			  RedPixels[6] |= 16'b0000000000001100;
			  RedPixels[7] |= 16'b0000000000010010;
			  RedPixels[8] |= 16'b0000000000010010;
			  RedPixels[9] |= 16'b0000000000001100;
		 end
		 if (out6 == 1) begin
			  RedPixels[11] |= 16'b0100100000000000;
			  RedPixels[12] |= 16'b0011000000000000;
			  RedPixels[13] |= 16'b0011000000000000;
			  RedPixels[14] |= 16'b0100100000000000;
		 end else if (out6 == 2) begin
			  RedPixels[11] |= 16'b0011000000000000;
			  RedPixels[12] |= 16'b0100100000000000;
			  RedPixels[13] |= 16'b0100100000000000;
			  RedPixels[14] |= 16'b0011000000000000;
		 end
		 if (out7 == 1) begin
			  RedPixels[11] |= 16'b0000001001000000;
			  RedPixels[12] |= 16'b0000000110000000;
			  RedPixels[13] |= 16'b0000000110000000;
			  RedPixels[14] |= 16'b0000001001000000;
		 end else if (out7 == 2) begin
			  RedPixels[11] |= 16'b0000000110000000;
			  RedPixels[12] |= 16'b0000001001000000;
			  RedPixels[13] |= 16'b0000001001000000;
			  RedPixels[14] |= 16'b0000000110000000;
		 end
		 if (out8 == 1) begin
			  RedPixels[11] |= 16'b0000000000010010;
			  RedPixels[12] |= 16'b0000000000001100;
			  RedPixels[13] |= 16'b0000000000001100;
			  RedPixels[14] |= 16'b0000000000010010;
		 end else if (out8 == 2) begin
			  RedPixels[11] |= 16'b0000000000001100;
			  RedPixels[12] |= 16'b0000000000010010;
			  RedPixels[13] |= 16'b0000000000010010;
			  RedPixels[14] |= 16'b0000000000001100;
		 end
	  end
end
endmodule   

===== flow/run.sh =====
#!/bin/bash
# OpenROAD 26Q1-2900-gdf79404cd8, Yosys 0.63+post, stock flow scripts
make -C /OpenROAD-flow-scripts/flow DESIGN_CONFIG=/design/flow/config.mk WORK_HOME=/design/flow/orfs finish

==> run_results.csv <==
group,metric,value,unit
cells_and_area,clkbuf_count,0,
setup_path,cp_max_fo,6,
cells_and_area,syn2layout_area_growth,84.5,%
routing,post-route-drc-count,0,
pwr,p_leak,2.01,nW
pwr,max-vdd-ir-drop,0.000157,V
yosys,top_logic_kind,"buffers and inverters",
pwr,fin_total_pwr,0.00110,W
floorplanning,io_pins,276,
worst_hold_path,hp-start,"out0[0]",
yosys,top_area_cell,"buf_4",
cells_and_area,finish.utilization,35.5,%
floorplanning,coreArea,0.0104,sq mm
sta,fin_ws,-0.270,ns
grt,antenna_found_initial,0,
grt,grt_pass1_vias,1740,
yosys,yosysChipArea,0.00201,sq mm
setup_path,critPathRequiredTime,0.80,ns
yosys,synth_area,0.00201,sq mm
run_status,violations,"negative setup slack",
routing,wl_per_cell,16.8,microns
routing,drtPass1Iterations,4,
setup_path,crit_buf_inv,6,
yosys,syn_inst,259,
yosys,synth_warnings,1,
yosys,ys_sh_simple,9.23,%
placement,port_buffers,163,
yosys,yosys_cells,259,
placement,dp_hpwl,5520,microns
cells_and_area,fillers,987,
worst_hold_path,hold_path_class,"in2out",
setup_path,cpLargestDelayFamily,"buffers and inverters",
routing,diodes,0,
yosys,area_leaders,"buf_4 (89%), nor3b_2 (6.2%), nor3b_1 (3.0%), buf_12 (1.0%), buf_6 (0.56%)",
sta,slew_viol_final,0,
sta,finalSetupViolations,144,
floorplanning,num_rows,37,
setup_path,max_stage_delay,0.16,ns
yosys,yosysUniqueCellTypes,6,
yosys,ys_seq_share,0,%
routing,wl,8830,microns
cells_and_area,lay_top_cells,"buf_6 (205), conb_1 (112), buf_4 (25), nor3b_4 (11), buf_2 (10)",
floorplanning,die_w,124,microns
yosys,yosys.area_share.aoi,0,%
placement,placed_cells,444,
cells_and_area,seqCellArea,0,sq um
sta,min_period,1.27,ns
worst_hold_path,min_to,"RedPixels[77]",
placement,dp_slack,-0.860,ns
grt,grt_use_total,7.69,%
routing,viasPerCell,3.06,
sta,clock.fmax,787,MHz
grt,grt_pass1_wl,9740,microns
yosys,synth_top_area_share,89.0,%
cells_and_area,nFlopsAndLatches,0,
setup_path,cp_cell_sequence,"buf_12, buf_8, nor3b_2, buf_4, buf_6, buf_4, buf_6",
sta,finalCritPeriodShare,127,%
cells_and_area,lay_top_count,"buf_6",
yosys,xor_area_share,0,%
routing,postRouteAntennaNets,0,
cells_and_area,final_cells,527,
sta,rsz0062_at_grt,"true",
yosys,synthMuxAreaShare,0,%
run_status,outcome,"complete, but fails checks",
sta,hold_viol_final,0,
setup_path,cp-start-kind,"input pin",
run,maxCapViolCount,0,
grt,grt_max_degree,8,
floorplanning,die_area,0.0154,sq mm
setup_path,crit_arrival,1.07,ns
routing,num_vias,1612,
setup_path,cp_slowest_cell,"nor3b_2",
run,warning_count,36,
yosys,ys_sh_adder,0,%
yosys,avgSynthCellArea,7.75,sq um
cells_and_area,drive_gt1_share,69.3,%
floorplanning,dieHeight,124,microns
worst_hold_path,hold_depth,4,
setup_path,crit_type,"in2out",
floorplanning,fp_util,19.3,%
pwr,p_per_area,297,mW/mm^2
setup_path,cp-end-kind,"output port",
routing,drtIter0Drc,46,
placement,place_congestion,0.756,
grt,grt-ovfl-total,0,
## layout make-up
| cell class | count | area (sq um) | area share [%] |
|---|---|---|---|
| Multi-Input combinational cell | 130 | 714 | 19.3 |
| Tap cell | 136 | 170 | 4.60 |
| Timing Repair Buffer | 261 | 2820 | 76.1 |
## Yosys cell counts
library cell,instances
buf_6,1
nor3b_2,10
conb_1,1
buf_4,238
nor3b_1,8
buf_12,1
## worst max-delay path by stage
| stage | from | slack, ns | to | depth (start not counted) |
|---|---|---|---|---|
| after CTS | reset | -0.26 | RedPixels[66] | 7 |
| after global routing | reset | -0.34 | RedPixels[230] | 7 |
| final | reset | -0.27 | RedPixels[230] | 7 |
## cells by family after synthesis
| group | after synthesis |
|---|---|
| buf+inv | 240 |
| other cells | 1 |
| simple gates | 18 |
## power by group
| group | switching, W | total (W) | internal [W] |
|---|---|---|---|
| logic | 0.000349 | 0.00110 | 0.000751 |
| registers | 0 | 0 | 0 |
| clock network | 0 | 0 | 0 |
| total | 0.000349 | 0.00110 | 0.000751 |
## stage by stage
| stage | area (sq um) | TNS [ns] | hold WS [ns] |
|---|---|---|---|
| after global routing | 3700 | -31.70 | 0.811 |
| after CTS | 3400 | -24.11 | 0.772 |
| final | 3700 | -26.19 | 0.798 |
| after floorplan | 2530 | -5.80 | 0.432 |
| after detailed placement | 2630 | -111.01 | 1.20 |
| after global placement | 2630 | -108.31 | 1.20 |
## timing repair
| action | 4_1_cts | 5_1_grt |
|---|---|---|
| hold buffers | 0 | 0 |
| buffers inserted | 78 | 11 |
| endpoints found under the setup margin | 144 | 144 |
| gates cloned | 1 | 0 |
| pin swaps | 18 | 11 |
| gates resized | 645 | 61 |
## per-layer routing
layer  up-vias  share of wire, %  wire length [microns]  GRT usage [%]
met5         -                 0                      0              0
met3         2                11                   1000           2.43
met2       159                50                   4440           14.0
li1        714                 -                      -              -
met4         0              0.35                     31          0.288
met1       737                38                   3360           9.10
Power and IR drop assume default switching activity.
