### design.v
module boxSelector (
  input logic clk, reset,
  input logic [1:0] out0, out1, out2, 
                  out3, out4, out5,  
                  out6, out7, out8,
  input logic next,
  output logic [15:0][15:0] GrnPixels,
  output logic [3:0] curBox
);
enum logic [3:0] {
    zero  = 4'b0000,
    one   = 4'b0001,
    two   = 4'b0010,
    three = 4'b0011,
    four  = 4'b0100,
    five  = 4'b0101,
    six   = 4'b0110,
    seven = 4'b0111,
    eight = 4'b1000,
	 nulls = 4'b1001
  } ps, ns;
 always @(*) begin
    case (ps)
      zero: ns = (next || (out0 != 2'b00)) ? one : zero;
      one: ns = (next || (out1 != 2'b00)) ? two : one;
      two: ns = (next || (out2 != 2'b00)) ? three : two;
      three: ns = (next || (out3 != 2'b00)) ? four : three;
      four: ns = (next || (out4 != 2'b00)) ? five : four;
      five: ns = (next || (out5 != 2'b00)) ? six : five;
      six: ns = (next || (out6 != 2'b00)) ? seven : six;
      seven: ns = (next || (out7 != 2'b00)) ? eight : seven;
      eight: begin
				 if (next || (out8 != 2'b00)) begin
					  ns = nulls;
				 end
				 else begin
					  ns = eight;
				 end
			 end
      nulls: ns = ((out0 != 0 && out1 !=0 && out2 != 0 &&
							 out3 != 0 && out4 !=0 && out5 != 0 &&
							 out6 != 0 && out7 !=0 && out8 != 0)) ? nulls : zero;
		default: begin
        if (out0 == 2'b00) ns = zero;
        else if (out1 == 2'b00) ns = one;
        else if (out2 == 2'b00) ns = two;
        else if (out3 == 2'b00) ns = three;
        else if (out4 == 2'b00) ns = four;
        else if (out5 == 2'b00) ns = five;
        else if (out6 == 2'b00) ns = six;
        else if (out7 == 2'b00) ns = seven;
        else if (out8 == 2'b00) ns = eight;
        else ns = nulls;  
      end
    endcase
 end
	always @(*)
		case (ps)
			zero: begin
					if (out0 == 2'b00) begin
					GrnPixels[02] = 16'b0011010000100000;
					GrnPixels[03] = 16'b0011010000100000;
					GrnPixels[07] = 16'b0000010000100000;
					GrnPixels[08] = 16'b0000010000100000;
					GrnPixels[12] = 16'b0000010000100000;
					GrnPixels[13] = 16'b0000010000100000;
					end
					curBox = ps;
				end
			one: begin
					if (out1 == 2'b00) begin
					GrnPixels[02] = 16'b0000010110100000;
					GrnPixels[03] = 16'b0000010110100000;
					GrnPixels[07] = 16'b0000010000100000;
					GrnPixels[08] = 16'b0000010000100000;
					GrnPixels[12] = 16'b0000010000100000;
					GrnPixels[13] = 16'b0000010000100000;
					end
					curBox = ps;
				end
			two: begin
					if (out2 == 2'b00) begin
					GrnPixels[02] = 16'b0000010000101100;
					GrnPixels[03] = 16'b0000010000101100;
					GrnPixels[07] = 16'b0000010000100000;
					GrnPixels[08] = 16'b0000010000100000;
					GrnPixels[12] = 16'b0000010000100000;
					GrnPixels[13] = 16'b0000010000100000;
					end
					curBox = ps;
				end
			three: begin
					if (out3 == 2'b00) begin
					GrnPixels[02] = 16'b0000010000100000;
					GrnPixels[03] = 16'b0000010000100000;
					GrnPixels[07] = 16'b0011010000100000;
					GrnPixels[08] = 16'b0011010000100000;
					GrnPixels[12] = 16'b0000010000100000;
					GrnPixels[13] = 16'b0000010000100000;
					end
					curBox = ps;
				end
			four: begin
					if (out4 == 2'b00) begin
					GrnPixels[02] = 16'b0000010000100000;
					GrnPixels[03] = 16'b0000010000100000;
					GrnPixels[07] = 16'b0000010110100000;
					GrnPixels[08] = 16'b0000010110100000;
					GrnPixels[12] = 16'b0000010000100000;
					GrnPixels[13] = 16'b0000010000100000;
					end
					curBox = ps;
				end
			five: begin
					if (out5 == 2'b00) begin
					GrnPixels[02] = 16'b0000010000100000;
					GrnPixels[03] = 16'b0000010000100000;
					GrnPixels[07] = 16'b0000010000101100;
					GrnPixels[08] = 16'b0000010000101100;
					GrnPixels[12] = 16'b0000010000100000;
					GrnPixels[13] = 16'b0000010000100000;
					end
					curBox = ps;
				end
			six: begin
					if (out6 == 2'b00) begin
					GrnPixels[02] = 16'b0000010000100000;
					GrnPixels[03] = 16'b0000010000100000;
					GrnPixels[07] = 16'b0000010000100000;
					GrnPixels[08] = 16'b0000010000100000;
					GrnPixels[12] = 16'b0011010000100000;
					GrnPixels[13] = 16'b0011010000100000;
					end
					curBox = ps;
				end
			seven: begin
					if (out7 == 2'b00) begin
					GrnPixels[02] = 16'b0000010000100000;
					GrnPixels[03] = 16'b0000010000100000;
					GrnPixels[07] = 16'b0000010000100000;
					GrnPixels[08] = 16'b0000010000100000;
					GrnPixels[12] = 16'b0000010110100000;
					GrnPixels[13] = 16'b0000010110100000;
					end
					curBox = ps;
				end
			eight: begin
					if (out8 == 2'b00) begin
					GrnPixels[02] = 16'b0000010000100000;
					GrnPixels[03] = 16'b0000010000100000;
					GrnPixels[07] = 16'b0000010000100000;
					GrnPixels[08] = 16'b0000010000100000;
					GrnPixels[12] = 16'b0000010000101100;
					GrnPixels[13] = 16'b0000010000101100;
					end
					curBox = ps;
				end
			nulls: begin
				GrnPixels[00] = 16'b0000010000100000;
				GrnPixels[01] = 16'b0000010000100000;
				GrnPixels[02] = 16'b0000010000100000;
				GrnPixels[03] = 16'b0000010000100000;
				GrnPixels[04] = 16'b0000010000100000;
				GrnPixels[05] = 16'b1111111111111111;
				GrnPixels[06] = 16'b0000010000100000;
				GrnPixels[07] = 16'b0000010000100000;
				GrnPixels[08] = 16'b0000010000100000;
				GrnPixels[09] = 16'b0000010000100000;
				GrnPixels[10] = 16'b1111111111111111;
				GrnPixels[11] = 16'b0000010000100000;
				GrnPixels[12] = 16'b0000010000100000;
				GrnPixels[13] = 16'b0000010000100000;
				GrnPixels[14] = 16'b0000010000100000;
				GrnPixels[15] = 16'b0000010000100000;
				curBox = ps;
				end
			default: ns = ps;
		endcase
	always @(posedge clk)
		if (reset) begin
			ps <= nulls;
			end
		else
			begin
			ps <= ns;
			end
endmodule   
### config.mk
export PLATFORM = sky130hd
export DESIGN_NAME = boxSelector
export DESIGN_NICKNAME = boxSelector
export VERILOG_FILES = /design/flow/design.v
export SDC_FILE = /design/flow/constraint.sdc
export NUM_CORES = 4
export LEC_CHECK = 1
export CORE_AREA = 10 10 116 116
export DIE_AREA = 0 0 126 126
### constraint.sdc
current_design boxSelector

set clk_period 3.9
set clk_io_pct 0.2

create_clock -name clk0 -period $clk_period [get_ports {clk}]

set non_clock_inputs [all_inputs -no_clocks]
set_input_delay [expr $clk_period * $clk_io_pct] -clock clk0 $non_clock_inputs
set_output_delay [expr $clk_period * $clk_io_pct] -clock clk0 [all_outputs]
### run.sh
#!/bin/bash
# OpenROAD 26Q1-2900-gdf79404cd8, Yosys 0.63+post, stock flow scripts
make -C /OpenROAD-flow-scripts/flow DESIGN_CONFIG=/design/flow/config.mk WORK_HOME=/design/flow/orfs finish
==> flow_summary.html <==
<p>Metrics extracted from the flow reports.</p>
<table>
<tr><th>Metric</th><th>Value</th></tr>
<tr><th colspan="2">Run status</th></tr>
<tr><td>Status</td><td>aborted with a tool error</td></tr>
<tr><td>Last flow stage reached</td><td>synthesis (1_2_yosys)</td></tr>
<tr><td>Error text reported by the tool</td><td>ERROR: Found 3 problems in 'check -assert'.</td></tr>
<tr><th colspan="2">Yosys</th></tr>
<tr><td>Post-synth ARST share</td><td>0</td></tr>
<tr><td>Flip-flop and latch count after synthesis</td><td>20</td></tr>
<tr><td>Number of warnings reported in the yosys synthesis log</td><td>1</td></tr>
<tr><td>Top flip-flop cell by instance count after synthesis</td><td>dlxtn_1</td></tr>
<tr><td>Number of cell instances after yosys synthesis</td><td>365</td></tr>
<tr><td>Distinct cell type count of the synthesized netlist</td><td>37</td></tr>
<tr><td>Count of library flops with an enable pin</td><td>0</td></tr>
<tr><td>Synthesized chip area reported by yosys</td><td>2750 um^2</td></tr>
</table>
[synthesized netlist by cell type, types with 2 or more instances]
cell / number / area [um^2]
o41ai_1: 2 / 17.5
inv_1: 3 / 11.3
nor3_1: 13 / 65.1
o22ai_1: 5 / 31.3
nor2_1: 20 / 75.1
buf_4: 247 / 1850
conb_1: 2 / 7.51
dlxtn_1: 16 / 240
and3_1: 2 / 12.5
a21oi_1: 3 / 15.0
buf_2: 2 / 10.0
nor4_1: 3 / 18.8
nand2_1: 5 / 18.8
or2_1: 3 / 18.8
dfxtp_1: 4 / 80.1
or3_1: 4 / 25.0
nand2b_1: 3 / 18.8
a211oi_1: 2 / 15.0
o21ai_0: 8 / 40.0
[kinds of logic after synthesis]
logic type	share of synthesized area
AOI/OAI and AO/OA	0.0828
buffers and inverters	0.689
and+or+nand+nor	0.109
DFF	0.0291
latches	0.0874
other	0.00273
